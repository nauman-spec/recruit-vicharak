==> ./design.v <==
module ControlUnit(
    input wire [18:0] instr,            
    output reg [3:0] alu_op,           
    output reg mem_read,               
    output reg mem_write,              
    output reg reg_write,              
    output reg [1:0] alu_src,          
    output reg branch,                 
    output reg jump                  
);
    wire [4:0] opcode = instr[18:14];   
    always @(*) begin
        alu_op = 4'b0000;
        mem_read = 0;
        mem_write = 0;
        reg_write = 0;
        alu_src = 2'b00;
        branch = 0;
        jump = 0;
        case (opcode)
            5'b00000: begin  
                alu_op = 4'b0010;  
                reg_write = 1;     
                alu_src = 2'b00;   
            end
            5'b00001: begin  
                alu_op = 4'b0110;  
                reg_write = 1;     
                alu_src = 2'b00;   
            end
            5'b00010: begin  
                alu_op = 4'b0000;  
                mem_read = 1;      
                reg_write = 1;     
                alu_src = 2'b01;   
            end
            5'b00011: begin  
                alu_op = 4'b0000;  
                mem_write = 1;     
                alu_src = 2'b01;   
            end
            5'b00100: begin  
                alu_op = 4'b0110;  
                branch = 1;        
                alu_src = 2'b00;   
            end
            5'b00101: begin  
                jump = 1;          
            end
            default: begin
            end
        endcase
    end
endmodule
==> ./run.sh <==
#!/bin/bash
# OpenROAD 26Q1-2900-gdf79404cd8, Yosys 0.63+post, stock flow scripts
make -C /OpenROAD-flow-scripts/flow DESIGN_CONFIG=/design/flow/config.mk WORK_HOME=/design/flow/orfs finish
==> ./config.mk <==
export PLATFORM = sky130hd
export DESIGN_NAME = ControlUnit
export DESIGN_NICKNAME = ControlUnit
export VERILOG_FILES = /design/flow/design.v
export SDC_FILE = /design/flow/constraint.sdc
export NUM_CORES = 4
export LEC_CHECK = 1
export CORE_AREA = 10 10 70 70
export DIE_AREA = 0 0 80 80
==> ./constraint.sdc <==
current_design ControlUnit

set clk_period 1.9
set clk_io_pct 0.2

create_clock -name clk0 -period $clk_period

set non_clock_inputs [all_inputs -no_clocks]
set_input_delay [expr $clk_period * $clk_io_pct] -clock clk0 $non_clock_inputs
set_output_delay [expr $clk_period * $clk_io_pct] -clock clk0 [all_outputs]
==> flow.log <==
[flow] final metrics
[metrics] outcome: complete, no violations
[metrics] placed wire-length estimate: 473.8 um
[metrics] setup violators final: 0
[metrics] worst-path cell with the longest stage delay: clkdlybuf4s50_1
[metrics] sequence of cells on the critical path: buf_2 -> or3_4 -> nor2_1 -> clkdlybuf4s50_1
[metrics] average cell area after synthesis: 7.213 um^2
[metrics] chip area: 0.006400 mm^2
[metrics] number of warnings in the stage logs: 47
[metrics] HP Start: instr[16]
[metrics] netlist area before placement: 122.6 um^2
[metrics] wire length of the first global-routing pass: 696 um
[metrics] Area Growth Syn to Fin: 175.5%
[metrics] number of placed instances with taps included: 80
[metrics] WP data arrival: 1.47 ns
[metrics] site row count: 21
[metrics] buffers and inverters on the worst path: 2
[metrics] YS warnings: 1
[metrics] type of the worst setup path: in2out
[metrics] detailed-routing iteration count for the pre-antenna-repair pass: 1
[metrics] Congestion Overflow GR: 0
[metrics] final weighted congestion in routability-driven placement: 0.7187
[metrics] number of cells in the finished layout apart from fillers: 81
[metrics] unrepaired setup endpoints after global routing: false
[metrics] count of input and output buffers: 13
[metrics] number of max-slew violations in the final report: 0
[metrics] smallest setup slack after layout: 0.04864 ns
[metrics] violation count after the first detailed-route iteration: 0
[metrics] number of global-route vias before repair: 138
[metrics] tally of nets with antenna violations remaining after routing: 0
[metrics] final-layout clock buffer total: 0
[metrics] Flop area: 0 um^2
[metrics] DRC violations left: 0
[metrics] total number of vias: 183
[metrics] Seq cells: 0
[metrics] number of distinct library cells after synthesis: 14
[metrics] kind of end point of the critical path: output pin
[metrics] busiest layer in global routing: met2
[metrics] post-layout period usage: 97.44%
[metrics] biggest cell delay along the critical path: 0.47 ns
[metrics] grt met3 use: 0.9091%
[metrics] Ant. Diodes: 0
[metrics] Place WS: -0.3865 ns
[metrics] placeable core region: 0.003416 mm^2
[metrics] detail-routed via count per cell: 2.259
[metrics] area used by multi-input combinational logic: 116.4 um^2
[metrics] ports placed on the boundary: 30
[metrics] Global Route met2 Usage: 1.766%
[metrics] total of hold buffers inserted after clock tree synthesis: 0
[metrics] hold-critical path endpoint: alu_op[1]
[metrics] family with the most delay on the worst path: buffers and inverters
[metrics] Mapped Cells: 17
[metrics] number of antenna violations at the first check in global routing: 0
[metrics] number of filler instances in the final layout: 406
[metrics] die span in x: 80 um
[metrics] crit start category: input pin
[metrics] proportion of layout cells with a drive suffix above 1: 42.86%
[metrics] Chip Area, Yosys: 122.6 um^2
[metrics] largest net degree at the start of global routing: 7
[metrics] post-synthesis sequential area ratio: 0%
[metrics] average wire per cell in the routed design: 6.877 um
[metrics] LEAKAGE: 0.1835 nW
[metrics] upper clock frequency limit: 0.5401 GHz
[metrics] Maximum Capacitance Violations: 0
[metrics] maximum net fanout on the critical path: 4
[metrics] final-report hold violation count: 0
[metrics] Hold WC Path Type: in2out
[metrics] DIE HEIGHT: 80 um
[metrics] met1 demand-to-capacity share in global routing: 1.648%
[metrics] total routed wirelength: 557 um
[metrics] yosys stat cell total: 17
[metrics] initial cell density of the core: 3.590%
[metrics] required time at the endpoint of the critical path: 1.52 ns
[metrics] Hold Path Stages: 3
[metrics] GR Util All Layers: 1.270%
[metrics] worst vdd rail ir drop: 0.01344 mV
[metrics] post-layout min period: 1.851 ns
[metrics] highest-count cells in the layout ignoring fill and taps: dlygate4sd2_1 (6), buf_4 (6), conb_1 (3), buf_2 (3), dlymetal6s2s_1 (3)
[metrics] Power per Cell Area: 119.0 mW/mm^2
## how the worst max path moves through the flow
stage	slack [ns]	start	cells past startpoint	endpoint
after global routing	0.03	instr[16]	4	mem_write
final	0.05	instr[16]	4	mem_write
after CTS	-0.0005	instr[17]	4	reg_write
## per-layer routing
layer / wire length, um / share of wire (%)
met5: 0 / 0
met4: 0 / 0
met3: 96 / 17
met2: 204 / 37
met1: 255 / 46
## report_power, final
| group | internal, mW | switching [mW] |
|---|---|---|
| logic | 0.0227 | 0.0175 |
| registers | 0 | 0 |
| clock network | 0 | 0 |
## cell type report
type               instances  area share (%)
inverters                  1           1.111
multi-input cells         15           34.44
well taps                 46           17.04
repair buffers            19           47.41
## logic make-up (layout without fill, tap and decap cells)
family | count (synthesis) | in the layout | share of synthesized area [%]
AOI/OAI and AO/OA | 2 | 2 | 14.29
xor gates and xnor gates | 1 | 1 | 7.144
buffers and inverters | 4 | 20 | 21.42
other | 1 | 3 | 3.058
and+or+nand+nor | 9 | 9 | 54.09
## synthesized netlist by cell type (all sizes together)
library cell	n	area, um^2
nand2	1	3.750
buf	3	22.52
xnor2	1	8.760
a2111oi	1	8.760
or3	1	11.26
nor3	1	10.01
nand2b	1	6.260
conb	1	3.750
nor2	2	7.510
nor4b	1	8.760
nor4	2	18.77
a21oi	1	8.760
inv	1	3.750
## through the flow
step	hold WS (ns)	cell area, um^2	total power, mW	util [%]	setup TNS (ns)
after floorplan	0.7735	130.1	0.01324	-	0
after global placement	1.778	332.8	0.04359	9.744	-2.693
after detailed placement	1.758	332.8	0.04370	9.744	-2.659
after CTS	1.203	322.8	0.04046	9.451	-0.0004626
after global routing	1.114	337.8	0.04423	9.890	0
final	1.090	337.8	0.04022	9.890	0
## what timing repair did
action	CTS	global route
gates resized	21	3
pin swaps	1	2
setup buffers	0	1
hold endpoints to repair	0	0
setup endpoints to repair	8	4
cloned	0	0
Power and IR drop assume default switching activity.
