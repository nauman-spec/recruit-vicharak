**flow/constraint.sdc**
```tcl
current_design RegisterFile

set clk_period 2.9
set clk_io_pct 0.2

create_clock -name clk0 -period $clk_period [get_ports {clk}]

set non_clock_inputs [all_inputs -no_clocks]
set_input_delay [expr $clk_period * $clk_io_pct] -clock clk0 $non_clock_inputs
set_output_delay [expr $clk_period * $clk_io_pct] -clock clk0 [all_outputs]
```
**flow/config.mk**
```make
export PLATFORM = sky130hd
export DESIGN_NAME = RegisterFile
export DESIGN_NICKNAME = RegisterFile
export VERILOG_FILES = /design/flow/design.v
export SDC_FILE = /design/flow/constraint.sdc
export NUM_CORES = 4
export LEC_CHECK = 1
export CORE_UTILIZATION = 30
```
**flow/design.v**
```verilog
module RegisterFile (
    input wire clk,                         
    input wire [2:0] read_reg1,          
    input wire [2:0] read_reg2,           
    input wire [2:0] write_reg,          
    input wire [18:0] data_in,             
    input wire write_enable,               
    output reg [18:0] data_out1,          
    output reg [18:0] data_out2           
);
    reg [18:0] reg_array [0:7];            
    always @(*) begin
        data_out1 = reg_array[read_reg1];
        data_out2 = reg_array[read_reg2]; 
    end
    always @(posedge clk) begin
        if (write_enable) begin
            reg_array[write_reg] <= data_in;  
        end
    end
endmodule
```
**flow/run.sh**
```bash
#!/bin/bash
# OpenROAD 26Q1-2900-gdf79404cd8, Yosys 0.63+post, stock flow scripts
make -C /OpenROAD-flow-scripts/flow DESIGN_CONFIG=/design/flow/config.mk WORK_HOME=/design/flow/orfs finish
```
==> run summary <==
Crit path max-delay family - multiplexers
Yosys chip area - 0.00700 mm^2
Setup violations, final - 0
Setup CP Type - input port to output port
routability cong. - 0.767
Synth mux share - 31.6%
Cell Pwr Density - 614 mW/mm^2
Max stage delay cell, worst path - mux4_1
fp_density - 30.7%
yosys xor share - 0%
synthesized cell area - 0.00700 mm^2
hpwl dp - 8690 um
Final Util - 38.4%
Core Area - 0.0228 mm^2
number of post-CTS setup repair buffers - 0
fillers - 1998
DRC - 0
crit path DAT - 2.24 ns
layout cells sized above 1 - 39.4%
remaining global-route overflow - 0
post-synth top area cell - edfxtp_1
yosys cell count - 299
RSZ-0062 raised after global routing - yes
Max VDD drop - 0.328 mV
DRT Pass-1 Iters - 4
largest reg by FF count - reg_array
CTS tree - built
antenna violations before repair - 1
Die Y - 155 um
TritonCTS buffer count - 17
Req. time, crit path - 2.32 ns
Synth top area share - 65.2%
Cell Count, Final, Fillers Out - 710
unique cell type count in the Yosys netlist - 14
DRT antenna net count - 0
Main area contributors - edfxtp_1 65%, mux4_2 18%, mux4_1 7.5%
# placed instances - 677
Root Buffer - clkbuf_16
CP endpoint kind - output port
Levels on crit path - 5
max_slew headroom - 74.0%
Largest register FFs - 152
yosys warns - 1
slowest stage delay, CP - 0.57 ns
clk slew on worst S/H paths - 0.06 ns
first-pass GRT wire length - 22700 um
I/O pin cnt - 68
Max clock buf depth - 2
CP Cell Sequence - buf_2, buf_12, mux4_1, mux2_2, clkdlybuf4s50_1
number of global-route vias before repair - 4060
status - complete, no violations
Min-Delay Path Class - input port to flop
Area Overhead vs Synth - 24.9%
Post-DP Area - 0.00812 mm^2
fin crit period - 2.82 ns
drt wl/cell - 20.6 um
Log Warnings - 26
FF+latch count, synth - 152
max-slew violations - 0
ao+oa area frac - 0%
max-cap violations - 0
WL final - 14600 um
f_max - 0.355 GHz
Vias/cell - 4.83
launch point of the critical path - read_reg2[0]
Startpoint Class - input port
1st-iter DRT viols - 117
largest net degree at the start of global routing - 39
Worst-Margin Slew - 0.390 ns
main logic family after synthesis - multiplexers
IO Port Bufs - 67
global-route usage over all layers - 13.9%
post-route cell area - 0.00874 mm^2
CTS sink count - 152
registers with the most flip-flops - reg_array (152)
htree depth - 4
row count - 55
Final Hold Fails - 0
yosys adder share - 0%
AND/OR/NAND/NOR Cells, Area Fraction - 0.840%
Die Wd - 155 um
worst-path fanout max - 21
cells after synthesis - 299
Die ar. - 0.0240 mm^2
Leakage - 2.79 nW
cycle use final - 97.2%
syn_area_per_cell - 23.4 um^2
vias post-DR - 3428
WHS Path Cells - 1
Critical Path End - data_out2[17]
post-synthesis sequential area ratio - 65.2%
CP bufs+invs - 3
repair_timing:
action | CTS | global route
endpoints found under the setup margin | 0 | 4
hold buffers | 0 | 0
resized | 0 | 3
power by group:
group / switching (mW) / internal, mW
Combinational: 0.196 / 0.322
Clock: 0.799 / 1.53
Sequential: 0.0259 / 2.49
cells in the mapped netlist:
cell type / number
buf_1: 4
buf_12: 4
buf_2: 6
buf_6: 2
clkbuf_1: 2
clkbuf_2: 2
edfxtp_1: 152
mux2_2: 38
mux4_1: 20
mux4_2: 56
nand2_1: 2
nand2b_1: 3
nor2_1: 6
nor3_1: 2
cell families after synthesis:
| group | count (synthesis) |
|---|---|
| AND/OR/NAND/NOR | 13 |
| flip-flops | 152 |
| buffers and inverters | 20 |
| multiplexers | 114 |
placed cells by master, fill, tap and decap left out, types with 3 or more instances in the layout:
master / n
bufinv_16: 5
mux4_1: 17
mux2_2: 38
mux4_2: 59
buf_12: 6
buf_2: 4
buf_4: 12
edfxtp_1: 152
clkinvlp_4: 3
nor2_2: 6
clkbuf_16: 17
nand2b_1: 3
clkdlybuf4s50_1: 63
clkbuf_1: 3
routing by layer:
| layer | GRT usage [%] | share of wire [%] |
|---|---|---|
| met4 | 1.18 | 0.96 |
| met3 | 8.02 | 12 |
| met1 | 15.6 | 34 |
| met5 | 0 | 0 |
| met2 | 24.1 | 54 |
layout make-up:
class	count	area [um^2]	share of cell area, %
multi-input cells	127	2290	26.2
flip-flops and latches	152	4560	52.2
diodes	1	2.50	0.0286
repair buffers	85	861	9.85
well taps	313	392	4.48
clock buffers	20	437	4.99
clock inverters	12	200	2.29
how the worst min path moves through the flow:
stage | startpoint | endpoint | slack (ns)
4_1_cts | data_in[17] | reg_array[1][17] | 0.90
5_1_grt | data_in[0] | reg_array[5][0] | 0.92
6_report | data_in[1] | reg_array[4][1] | 0.91
through the flow:
| stage | power, mW | setup slack, ns | setup TNS [ns] | hold slack, ns |
|---|---|---|---|---|
| floorplan | 2.83 | 0.387 | 0 | 0.679 |
| global placement | 3.08 | 0.0668 | 0 | 1.28 |
| detailed placement | 3.10 | 0.0551 | 0 | 1.33 |
| CTS | 5.42 | 0.0551 | 0 | 0.900 |
| global route | 5.56 | -0.00818 | -0.0150 | 0.916 |
| finish | 5.36 | 0.0802 | 0 | 0.911 |
Power and IR drop assume default switching activity.
