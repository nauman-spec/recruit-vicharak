===== ./run.sh =====
#!/bin/bash
# OpenROAD 26Q1-2900-gdf79404cd8, Yosys 0.63+post, stock flow scripts
make -C /OpenROAD-flow-scripts/flow DESIGN_CONFIG=/design/flow/config.mk WORK_HOME=/design/flow/orfs finish

===== ./config.mk =====
export PLATFORM = sky130hd
export DESIGN_NAME = PipelineStage
export DESIGN_NICKNAME = PipelineStage
export VERILOG_FILES = /design/flow/design.v
export SDC_FILE = /design/flow/constraint.sdc
export NUM_CORES = 4
export LEC_CHECK = 1
export CORE_AREA = 10 10 107 107
export DIE_AREA = 0 0 117 117

===== ./constraint.sdc =====
current_design PipelineStage

set clk_period 1.2
set clk_io_pct 0.2

create_clock -name clk0 -period $clk_period [get_ports {clk}]

set non_clock_inputs [all_inputs -no_clocks]
set_input_delay [expr $clk_period * $clk_io_pct] -clock clk0 $non_clock_inputs
set_output_delay [expr $clk_period * $clk_io_pct] -clock clk0 [all_outputs]

===== ./design.v =====
module PipelineStage (
    input wire clk,                     
    input wire rst,                     
    input wire [18:0] in_data,          
    input wire valid_in,               
    output reg [18:0] out_data,       
    output reg valid_out              
);
    reg [18:0] processed_data;
    always @(posedge clk or posedge rst) begin
        if (rst) begin
            processed_data <= 19'b0;   
            out_data <= 19'b0;        
            valid_out <= 1'b0;           
        end else begin
            if (valid_in) begin
                processed_data <= in_data; 
                out_data <= processed_data; 
                valid_out <= 1'b1;          
            end else begin
                valid_out <= 1'b0;          
            end
        end
    end
endmodule

==> results.ini <==
[run_status]
status=finished clean

[grt]
antenna_found_initial=0
grt_max_degree=40
grt_pass1_wl_um=4640
grt_use_total=0.0431
first_global_vias=926
grt.overflow.total=0

[floorplan]
row_count=35
die_area_sq_um=13700
die_w_um=117
ioPinCount=42
initCoreUtil=0.165
die_height_um=117
coreArea_sq_um=9200

[synth]
synth_seq_share=0.641
top_logic_kind=multiplexers
netlist_area_sq_um=1520
top_cells_by_area=dfrtp_1 64%, mux2_4 20%, mux2_2 13%, buf_6 2.2%, buf_2 0.33%
ys_sh_aoi=0
ys_ff=39
synth_top_cell_by_area=dfrtp_1
yosys.area.top_type_share=0.641
synth_cell_types=6
synthAdderAreaFrac=0
syn_inst=82
ys_chip_area_sq_um=1520
avgSynthCellArea_sq_um=18.6
xor_share=0
ys_sh_simple=0
yosys-stat-cells=82
ys_warn_count=1
muxShareOfSynthArea=0.331

[timing]
fin_skew_ns=0.000661
relSlewSlack=0.860
setup_tns_ns=0
setup_viol=0
finalCritPeriodShare=0.955
fin_crit_ns=1.15
hold_viol=0
whs_ns=0.278
worstMarginPinSlew_ns=0.211
fmax_mhz=872
slew_viol_final=0

[worst_setup_path]
start_kind=flip-flop
cp_max_fo=2
slowest_stage=dfrtp_1
rr_endpoint=out_data[0]
r2r_setup_slack_ns=0.31
crit_path_start=out_data[12]
critical_path_required_ns=0.96
r2r-start=out_data[0]
arrival_ns=0.91
crit_path_end_kind=primary output
critPathKind=flip-flop to primary output
cpPeakStageDelay_ns=0.38
reg2reg_depth=2
crit_path_end=out_data[12]
crit_buf_inv=1
cp_top_family=flip-flops
crit_chain=dlygate4sd2_1
cp.depth=1

[clocking]
hold_buffers=0
insertion_delay_ns=0.28
clk_pin_slew_ns=0.08
cts_num_sinks=39
cts_root_buf=clkbuf_8
htree_levels=2
clk_path_buf_depth=2
cts_tree=yes
cts_buffers=5

[power]
swShare=0.220
p_per_area_nw_per_um2=1330
p_leak_nw=0.992
internal_power_mw=2.30
p_clk_frac=0.287
pwr-share-comb=0.186
finalPower_mw=2.94
switchingPower_mw=0.647
seqPwrFrac=0.527
ir_drop_mv=0.549

[drt]
drtAntennaViolNets=0
antennaDiodeCount=0
via_count=850
drt_first_pass_iters=2
routed_wl_um=2900
wl_per_cell_um=11.6
drc=0
drt_iter0_drc=14
vias_per_cell=3.40

[place]
post-place-cells=233
placement.io_buffers=41
dp_hpwl_um=2030
gp_congestion=0.653

[cells_and_area]
final_common_cell=dfrtp_1
final_cell_mix=39 x dfrtp_1, 20 x mux2_4, 20 x clkdlybuf4s50_1
drive_above_1_share=0.410
fin_cells=250
fill_cells=970
fin_util=0.241
syn_to_final_growth_pct=45.7

[min_path]
hold_class=primary input to async pin

[run]
drv_cap=0
warning_count=25

routing by layer:
layer | up-vias | GRT usage | wire length (um) | part of all wire
li1 | 397 | - | - | -
met1 | 415 | 0.0592 | 1390 | 0.48
met2 | 33 | 0.0607 | 1180 | 0.41
met3 | 5 | 0.0227 | 299 | 0.10
met4 | 0 | 0.00577 | 29 | 0.010
met5 | - | 0 | 0 | 0
through the flow:
step                      instance area (sq um)  setup WS (ns)
after CTS                                  2200         0.0200
after global placement                     2090          0.135
after floorplan                            1520         0.0707
after global routing                       2220       -0.00128
after detailed placement                   2090          0.133
final                                      2220         0.0539
registers in the layout (all words and copies together), names as in the netlist:
register / cells
out_data: 19
valid_out: 1
processed_data: 19
synthesized netlist by cell type (all sizes together):
cell type and count:
inv 1, mux2 38, buf 4, dfrtp 39
cell type report:
type / count / area [sq um] / share of cell area
clock buffer: 7 / 76.3 / 0.0344
clock inverter: 1 / 5.00 / 0.00226
inverter: 1 / 3.75 / 0.00169
multi-input combinational: 38 / 503 / 0.227
sequential: 39 / 976 / 0.440
tap: 111 / 139 / 0.0626
timing repair buffer: 53 / 514 / 0.232
worst min-delay path by stage:
| stage | startpoint | end | slack (ns) | depth (start not counted) |
|---|---|---|---|---|
| after CTS | rst | out_data[6] | 0.28 | 3 |
| after global routing | rst | out_data[6] | 0.29 | 3 |
| final | rst | out_data[6] | 0.28 | 3 |
worst register-to-register path, stage by stage, from the launching register on:
cell     delay [ns]
dfrtp_1        0.39
buf_4          0.14
mux2_4         0.25
power by group through the flow:
stage	logic, mW	clock network [mW]	registers (mW)
CTS	0.545	0.930	1.55
global route	0.600	0.957	1.58
finish	0.546	0.846	1.55
kinds of logic (layout without fill, tap and decap cells):
kind of cell,Yosys count,in the layout
muxes,38,38
buffers and inverters,5,62
DFF,39,39
repair_timing:
| item | CTS | global route |
|---|---|---|
| cloned | 0 | 0 |
| setup buffers | 7 | 2 |
| pin swaps | 0 | 0 |
| gates resized | 20 | 5 |
| endpoints found under the setup margin | 20 | 6 |
No activity file was given, so power comes from the tool's default toggle rates.
